==> flow/design.v <==
module clock_pulse(
    input clk,
    input btn,
    output pulse
);
wire pulse_debounced;
wire one_shot_clock;
debounce debounce_inst0(
    .clk(clk),
    .btn(btn),
    .btn_debounced(pulse_debounced)
);
one_shot_clock one_shot_clock_inst0(
    .clk(clk),
    .btn(pulse_debounced),
    .pulse(one_shot_clock)
);
assign pulse = one_shot_clock;
endmodule
module debounce(
    input clk,
    input btn,
    output btn_debounced
);
parameter DEBOUNCE_TIME = 500000;
reg [31:0] counter;
reg state;
always @(posedge clk ) begin
    if (btn !== state && counter < DEBOUNCE_TIME) begin
        counter <= counter + 1;
    end else if (counter == DEBOUNCE_TIME) begin
        state <= btn;
        counter <= 0;
    end else begin
        counter <= 0;
    end
end
assign btn_debounced = state;
endmodule
module eight_bit_alu(
		input [7:0] A,B,   
		input latch,               
		input [3:0] ALU_Sel, 
		output [7:0] ALU_Out,  
		output CarryOut  
);
reg [8:0] ALU_Result;
always @(*)
begin
	case(ALU_Sel)
		4'b0000: begin  
			ALU_Result = A + B;
		end
		4'b0001: begin  
			ALU_Result = A - B;
		end
		4'b0010: begin  
			ALU_Result = A * B;
		end
		4'b0011: begin  
			ALU_Result = A/B;
		end
		4'b0100: begin  
			ALU_Result = A<<1;
		end
		4'b0101: begin  
			ALU_Result = A>>1;
		end
		4'b0110: begin  
			ALU_Result = A * A;
		end
		4'b0111: begin  
			ALU_Result = B * B;
		end
		4'b1000: begin  
			ALU_Result = B<<1;
		end
		4'b1001: begin  
			ALU_Result = B>>1;
		end
		default: ALU_Result = 8'bZZZZ_ZZZZ; 
	endcase
end
assign ALU_Out = (latch) ? ALU_Result[7:0] : 8'bZZZZ_ZZZZ;  
assign CarryOut = (latch) ? ALU_Result[8] : 1'bZ;  
endmodule
module eight_bit_register(
    input clk,
	input enable,
	input latch,
	input wire reset,
    inout [7:0] DATA,
    output [7:0] REG_OUT
);
reg [7:0] r; 
always @(posedge clk) begin
	if (reset) begin
		r <= 0;
	end else begin
		if (latch) begin
			r <= DATA;
		end
	end
end
assign DATA = (enable) ? r : 8'bZZZZZZZZ;
assign REG_OUT = r;
endmodule
module eight_bit_rom(
    input [1:0] prog,
    input [7:0] address,
    output reg [7:0] instruction
);
reg[1:0] nullReg = 2'b00;
reg[1:0] reg1 = 2'b00;
reg[1:0] reg2 = 2'b01;
reg[3:0] add = 4'b0000;  
reg[3:0] sub = 4'b0001;  
reg[3:0] mul = 4'b0010;  
reg[3:0] div = 4'b0011;  
reg[3:0] shl = 4'b0100;  
reg[3:0] shr = 4'b0101;  
reg[3:0] sqa = 4'b0110;  
reg[3:0] sqb = 4'b0111;  
reg[3:0] push = 4'b1000;  
reg[3:0] lda = 4'b1001;  
reg[3:0] ldb = 4'b1010;  
reg[3:0] out = 4'b1011;  
reg[3:0] bshl = 4'b1100;  
reg[3:0] bshr = 4'b1101;  
always @(*) begin
	case (prog)
		2'b00: begin case (address)
			  8'b00000000: instruction = {lda, reg1, nullReg};      
			  8'b00000001: instruction = {ldb, reg2, nullReg};      
			  8'b00000010: instruction = {mul, reg1, reg2};         
			  8'b00000011: instruction = {push, reg1, nullReg};
			  8'b00000100: instruction = {shr, reg1, nullReg};
			  8'b00000101: instruction = {push, reg1, nullReg};
			  8'b00000111: instruction = {out, reg1, nullReg};
			  default:  instruction = 8'bZZZZZZZZ;
		endcase end
		2'b01: begin case (address)
			  8'b00000000: instruction = {lda, reg1, nullReg};
			  8'b00000001: instruction = {ldb, reg2, nullReg};
			  8'b00000010: instruction = {add, reg1, reg2};
			  8'b00000011: instruction = {push, reg1, nullReg};
			  8'b00000100: instruction = {shr, reg1, nullReg};
			  8'b00000101: instruction = {push, reg1, nullReg};
			  8'b00000110: instruction = {out, reg1, nullReg};
			  default:  instruction = 8'bZZZZZZZZ;
		endcase end
		2'b10:  begin case (address)
			  8'b00000000: instruction = {lda, reg1, nullReg};      
			  8'b00000001: instruction = {ldb, reg2, nullReg};      
			  8'b00000010: instruction = {sqa, reg1, nullReg};      
			  8'b00000011: instruction = {push, reg1, nullReg};
			  8'b00000100: instruction = {mul, reg1, reg2};
			  8'b00000101: instruction = {push, reg1, nullReg};
			  8'b00000111: instruction = {out, reg1, nullReg};
			  default:  instruction = 8'bZZZZZZZZ;
		endcase end
		2'b11: begin case (address)
			  8'b00000000: instruction = {lda, reg1, nullReg};
			  8'b00000001: instruction = {ldb, reg2, nullReg};
			  8'b00000010: instruction = {sqa, reg1, nullReg};
			  8'b00000011: instruction = {push, reg1, nullReg};
			  8'b00000100: instruction = {shr, reg1, nullReg};
			  8'b00000101: instruction = {push, reg1, nullReg};
			  8'b00000110: instruction = {sqb, reg2, nullReg};
			  8'b00000111: instruction = {push, reg2, nullReg};
			  8'b00001000: instruction = {bshr, reg2, nullReg};
			  8'b00001001: instruction = {push, reg2, nullReg};
			  8'b00001010: instruction = {sub, reg1, reg2};
			  8'b00001011: instruction = {push, reg1, nullReg};
			  8'b00001100: instruction = {out, reg1, nullReg};
			  default:  instruction = 8'bZZZZZZZZ;
		endcase end
	endcase
end
endmodule
module labsland_top(
    CLOCK_50,
    LEDG,
    LEDR,
    KEY,
    SW,
    HEX0,
    HEX1,
    HEX2,
    HEX3,
    HEX4,
    HEX5,
    HEX6,
    HEX7
);
input CLOCK_50;
output [8:0] LEDG;
output [17:0] LEDR;
input [3:0] KEY;
input [17:0] SW;
output [6:0] HEX0;
output [6:0] HEX1;
output [6:0] HEX2;
output [6:0] HEX3;
output [6:0] HEX4;
output [6:0] HEX5;
output [6:0] HEX6;
output [6:0] HEX7;
wire clk = CLOCK_50;
wire one_shot_clock_latch;
wire one_shot_clock_reset;
wire latch = SW[16];  
wire reset = SW[17];  
wire enable = ~KEY[2];  
wire pusle = ~KEY[3];  
wire a_enable = 1'b0;  
wire b_enable = 1'b0;  
wire o_enable = 1'b0;  
reg latch_a_reg = 0;
reg latch_b_reg = 0;
reg latch_o_reg = 0;
reg latch_alu = 0;
wire [7:0] i_bus;
wire [7:0] w_bus;
wire [7:0] alu_bus;
wire [7:0] i_drive_r;
reg [7:0] w_drive_r;
reg [7:0] alu_drive_a;
reg [7:0] alu_drive_b;
reg [7:0] alu_drive_o;
wire [7:0] instruction_reg;
wire [7:0] a_reg;
wire [7:0] b_reg;
wire [7:0] out_reg;
wire [7:0] a = SW[7:0];
wire [7:0] b = SW[15:8];
wire [1:0] program_selection = 2'b00;  
wire [7:0] instruction;
reg [3:0] alu_instruction;
clock_pulse clock_pulse_inst0(
    .clk(clk),
    .btn(pusle),
    .pulse(one_shot_clock)
);
always @(posedge one_shot_clock) begin
    if (reset) begin
        latch_alu = 1'b0;
        w_drive_r = 8'bZZZZZZZZ;
        alu_instruction = 8'bZZZZ_ZZZZ;
    end
    if (latch) begin
        case (instruction[7:4])  
            4'b0000: begin  
                latch_alu = 1'b1;
                alu_instruction = 4'b0000;
            end
            4'b0001: begin  
                latch_alu = 1'b1;
                alu_instruction = 4'b0001;
            end
            4'b0010: begin  
                latch_alu = 1'b1;
                alu_instruction = 4'b0010;
            end
            4'b0011: begin  
                latch_alu = 1'b1;
                alu_instruction = 4'b0011;
            end
            4'b0100: begin  
                latch_alu = 1'b1;
                alu_instruction = 4'b0100;
            end
            4'b0101: begin  
                latch_alu = 1'b1;
                alu_instruction = 4'b0101;
            end
            4'b0110: begin  
                latch_alu = 1'b1;
                alu_instruction = 4'b0110;
            end
            4'b0111: begin  
                latch_alu = 1'b1;
                alu_instruction = 4'b0111;
            end
            4'b1000: begin  
                w_drive_r = alu_bus;
                latch_a_reg = instruction[3:2] == 2'b00 ? 1'b1 : 1'b0;
                latch_b_reg = instruction[3:2] == 2'b01 ? 1'b1 : 1'b0;
                latch_o_reg = 1'b0;
            end
            4'b1001: begin  
                w_drive_r = a;
                latch_a_reg = instruction[3:2] == 2'b00 ? 1'b1 : 1'b0;
                latch_b_reg = instruction[3:2] == 2'b01 ? 1'b1 : 1'b0;
                latch_o_reg = 1'b0;
            end
            4'b1010: begin  
                w_drive_r = b;
                latch_a_reg = 1'b0;
                latch_b_reg = 1'b1;
                latch_o_reg = 1'b0;
                alu_drive_a = instruction[3:2] == 2'b00 ? a_reg : b_reg;
                alu_drive_b = instruction[1:0] == 2'b00 ? a_reg : b_reg;
            end
            4'b1011: begin  
                w_drive_r = instruction[3:2] == 2'b00 ? a_reg : b_reg;
                latch_a_reg = 1'b0;
                latch_b_reg = 1'b0;
                latch_o_reg = 1'b1;
            end
            default: begin
                latch_alu = 1'b0;
                w_drive_r = 8'bZZZZ_ZZZZ;
                latch_a_reg = 1'b0;
                latch_b_reg = 1'b0;
                latch_o_reg = 1'b0;
                alu_instruction = 8'bZZZZ_ZZZZ;
            end
        endcase
    end
end
eight_bit_register intruction_register(
	.clk(one_shot_clock),
	.enable(enable),
    .latch(latch),
	.reset(reset),
	.DATA(i_bus),
	.REG_OUT(instruction_reg)
);
eight_bit_register a_register(
	.clk(one_shot_clock),
	.enable(a_enable),
    .latch(latch_a_reg),
	.reset(reset),
	.DATA(w_bus),
	.REG_OUT(a_reg)
);
eight_bit_register b_register(
	.clk(one_shot_clock),
	.enable(b_enable),
    .latch(latch_b_reg),
	.reset(reset),
	.DATA(w_bus),
	.REG_OUT(b_reg)
);
eight_bit_register out_register(
	.clk(one_shot_clock),
	.enable(o_enable),
    .latch(latch_o_reg),
	.reset(reset),
	.DATA(w_bus),
	.REG_OUT(out_reg)
);
seven_seg seven_seg_inst0(
    .in(instruction_reg[3:0]),
    .hex(HEX6)
);
seven_seg seven_seg_inst1(
    .in(instruction_reg[7:4]),
    .hex(HEX7)
);
seven_seg seven_seg_inst2(
    .in(w_bus[7:4]),
    .hex(HEX5)
);
seven_seg seven_seg_inst3(
    .in(w_bus[3:0]),
    .hex(HEX4)
);
seven_seg seven_seg_inst4(
    .in(alu_bus[7:4]),
    .hex(HEX3)
);
seven_seg seven_seg_inst5(
    .in(alu_bus[3:0]),
    .hex(HEX2)
);
seven_seg seven_seg_inst6(
    .in(out_reg[7:4]),
    .hex(HEX1)
);
seven_seg seven_seg_inst7(
    .in(out_reg[3:0]),
    .hex(HEX0)
);
program_counter program_counter_inst0(
    .address(i_drive_r),
    .enable(latch),
    .reset(reset),
    .clk(one_shot_clock)
);
eight_bit_rom rom(
    .prog(program_selection),
    .address(instruction_reg),
    .instruction(instruction)
);
eight_bit_alu alu(
    .A(a_reg),
    .B(b_reg),
    .latch(latch_alu),
    .ALU_Sel(alu_instruction),
    .ALU_Out(alu_bus),
    .CarryOut(LEDG[8])
);
assign LEDG[7:0] = instruction;
assign LEDR[17:16] = {reset, latch};
assign LEDR[15:8] = b_reg;
assign LEDR[7:0] = a_reg;
assign i_bus = (latch) ? i_drive_r : 8'bZZZZZZZZ;
assign w_bus = (latch) ? w_drive_r : 8'bZZZZZZZZ;
endmodule
module one_shot_clock(
    input clk,
    input btn,
    output reg pulse
);
reg q;
always @(posedge btn or posedge pulse) begin
    if (pulse) begin
        q <= 0;
    end else begin
        q <= 1;
    end
end
always @(posedge clk) begin
    pulse <= q;
end
endmodule
module program_counter(
	inout [7:0] address,   
	input enable,  
	input reset,
	input clk  
);
reg [7:0] a = 8'h0;
always @(posedge clk) begin
	if (reset) begin
		a <= 8'h0;
	end else if (enable) begin
		a <= address + 1;
	end
end
assign address = a;
endmodule
module seven_seg(
    input [3:0] in,
    output reg [6:0] hex
);
always @(*) begin
    case ( in )
        4'h0: hex = 7'b1000000;
        4'h1: hex = 7'b1111001;
        4'h2: hex = 7'b0100100;
        4'h3: hex = 7'b0110000;
        4'h4: hex = 7'b0011001;
        4'h5: hex = 7'b0010010;
        4'h6: hex = 7'b0000010;
        4'h7: hex = 7'b1111000;
        4'h8: hex = 7'b0000000;
        4'h9: hex = 7'b0010000;
        4'ha: hex = 7'b0001000;
        4'hb: hex = 7'b0000011;
        4'hc: hex = 7'b1000110;
        4'hd: hex = 7'b0100001;
        4'he: hex = 7'b0000110;
        4'hf: hex = 7'b0001110;
        default hex = 7'b1111111;
    endcase
end
endmodule
==> flow/run.sh <==
#!/bin/bash
# OpenROAD 26Q1-2900-gdf79404cd8, Yosys 0.63+post, stock flow scripts
make -C /OpenROAD-flow-scripts/flow DESIGN_CONFIG=/design/flow/config.mk WORK_HOME=/design/flow/orfs finish
==> flow/config.mk <==
export PLATFORM = sky130hd
export DESIGN_NAME = labsland_top
export DESIGN_NICKNAME = labsland_top
export VERILOG_FILES = /design/flow/design.v
export SDC_FILE = /design/flow/constraint.sdc
export NUM_CORES = 4
export LEC_CHECK = 1
export CORE_AREA = 10 10 103 103
export DIE_AREA = 0 0 113 113
==> flow/constraint.sdc <==
current_design labsland_top

set clk_period 3.4
set clk_io_pct 0.2

create_clock -name clk0 -period $clk_period [get_ports {CLOCK_50}]

set non_clock_inputs [all_inputs -no_clocks]
set_input_delay [expr $clk_period * $clk_io_pct] -clock clk0 $non_clock_inputs
set_output_delay [expr $clk_period * $clk_io_pct] -clock clk0 [all_outputs]
==> flow_metrics.tcl <==
# collected from the flow reports
set metrics [dict create \
    power_leakage_nw 0.872 \
    untimed_endpoints 30 \
    hold_violations 0 \
    r2r_end "clock_pulse_inst0.debounce_inst0.state" \
    placementRows 33 \
    track_usage_pct 5.13 \
    crit_start "SW[17]" \
    r2r_cells 5 \
    period_needed_ns 2.46 \
    place_inst 359 \
    maxCapViolCount 0 \
    grt_antenna_before_repair 0 \
    worstPathMaxFanout 7 \
    critical_path_required_ns 2.72 \
    synth_warnings 39 \
    edf_count 2 \
    detail_route.iter0.violations 123 \
    period_used_pct 72.5 \
    startpoint_type "input pin" \
    setup_tns_ns 0 \
    ios 106 \
    areaGrowthSynthToFinish_pct 8.42 \
    synth_stat.cells 232 \
    ys.flops 42 \
    crit_arrival_ns 1.78 \
    top_register "clock_pulse_inst0.debounce_inst0.counter" \
    layout-drive-gt1-share_pct 4.98 \
    max_freq_mhz 406 \
    globalplace.congestion 0.819 \
    crit_slowest_cell "clkdlybuf4s50_1" \
    cp_num_cells 2 \
    layout.cells.most_common "conb_1" \
    grt_pass1_vias 1268 \
    overflow 0 \
    avgSynthCellArea_um2 9.29 \
    cts-htree-levels 2 \
    clk_path_buf_depth 2 \
    r2r-start "clock_pulse_inst0.debounce_inst0.counter[0]" \
    async_flop_share_pct 2.38 \
    grt_pass1_wl_um 5940 \
    io_buffers 27 \
    setup_viol 0 \
    lay_top_cells "conb_1, dfxtp_1, clkdlybuf4s50_1, inv_1" \
    max_stage_delay_ns 0.59 \
    die_height_um 113 \
    crit_end "LEDR[17]" \
    sw_frac_of_total_pct 20.1 \
    cp_common_cell "clkdlybuf4s50_1" \
    cts_root_buf "clkbuf_8" \
    pwr-share-clk_pct 38.3 \
    max_slew.worst_pin.slew_ns 0.550 \
    drc 0 \
    die_area_um2 12800 \
    grt_max_degree 20 \
    power_density_nw_per_um2 296 \
    end_kind "output pin" \
    cts_tree "done" \
    peakVddDrop_mv 0.227 \
    post_drt_wl_per_cell_um 9.82 \
    cts_setup_buffers 0 \
    hold_buffers 0 \
    ff_type "dfxtp_1" \
    unclocked_regs 8 \
    seq_power_share_pct 59.5 \
    stdcell_count 366 \
    slew_headroom_pct 63.2 \
    wirelength_um 3590 \
    insertion_delay_ns 0.27 \
    largest_reg_flops 32 \
    critPathBufInv 2 \
    pwr-share-comb_pct 2.2 \
    synthDistinctLibCells 37 \
    firstDrtPassIters 3 \
    diodes 0 \
    power.internal_w 0.000552 \
    fp-utilization_pct 26.0 \
    clock-skew-final_ns 0.00311 \
    yosysSeqAreaShare_pct 40.2 \
    critPathTopFamily "buffers and inverters" \
    dr_total_vias 1351 \
    antenna_left 0 \
    worstSetupPathType "in2out" \
    synthCells 232 \
    min_path_type "reg2reg" \
    dieWidth_um 113 \
    regToRegSetupSlack_ns 1.40 \
    viasPerCell 3.69 \
    cts_buffers 5 \
    path_cells "clkdlybuf4s50_1 > clkdlybuf4s50_1" \
    core-area_um2 8300 \
    path_clk_slew_ns 0.06 \
    maxSlewViolCount 0 \
    synth_area_um2 2150 \
    yosys_area_um2 2150 \
    holdWs_ns 0.490 \
    warning_count 45 \
    power_switching_w 0.000139 \
    hpwl_um 2890 \
    status "complete, no violations" \
    rsz0062_at_grt "no" \
    ctsResizeCount 0 \
]
[stage by stage]
| stage | area, um^2 | total power [W] | worst slack (ns) | utilization, % |
|---|---|---|---|---|
| finish | 2340 | 0.000690 | 0.936 | 28.1 |
| global route | 2340 | 0.000730 | 0.867 | 28.1 |
| CTS | 2340 | 0.000707 | 0.910 | 28.1 |
| detailed placement | 2260 | 0.000437 | 0.915 | 27.2 |
| global placement | 2260 | 0.000438 | 0.919 | 27.2 |
| floorplan | 2420 | 0.000472 | 1.56 | - |
[synthesized netlist by cell type, types with 5 or more instances]
| library cell | count | share of area, % |
|---|---|---|
| nand2_1 | 6 | 1.0 |
| xnor2_1 | 9 | 3.7 |
| nor3_1 | 11 | 2.6 |
| nor2b_1 | 5 | 1.5 |
| or3_1 | 8 | 2.3 |
| dfxtp_1 | 39 | 36 |
| a211oi_1 | 5 | 1.7 |
| nor4_1 | 11 | 3.2 |
| inv_1 | 12 | 2.1 |
| nand3_1 | 6 | 1.4 |
| buf_4 | 75 | 26 |
[routing by layer]
layer  global-route usage, %  vias up  wire (um)
met4                   0.423        0          0
met2                    7.95       49       1640
met3                    2.14        0        318
li1                        -      695          -
met5                       0        -          0
met1                    6.83      607       1630
[worst min-delay path by stage]
stage	startpoint	end	slack, ns	cells past startpoint
after CTS	clock_pulse_inst0.debounce_inst0.counter[0]	clock_pulse_inst0.debounce_inst0.counter[0]	0.49	1
after global routing	clock_pulse_inst0.debounce_inst0.counter[0]	clock_pulse_inst0.debounce_inst0.counter[0]	0.52	1
final	clock_pulse_inst0.debounce_inst0.counter[0]	clock_pulse_inst0.debounce_inst0.counter[0]	0.49	1
[layout make-up]
cell class              count  area, um^2
flip-flops and latches     42         866
clock buffers               5        68.8
multi-input cells         172         937
fillers                   886        5960
clock inverters             2        10.0
repair buffers             28         278
inverters                  12        45.0
well taps                 105         131
[kinds of logic after synthesis]
logic type | after synthesis | share of synthesized area (%)
and+or+nand+nor | 66 | 18.4
DFF | 42 | 40.2
buffers and inverters | 90 | 28.9
xor gates and xnor gates | 12 | 4.88
adders and majority gates | 2 | 1.16
other | 2 | 0.349
AOI/OAI and AO/OA | 18 | 6.21
[power by group through the flow]
stage	sequential, W	clock, W	combinational (W)
CTS	0.000411	0.000278	0.0000178
finish	0.000411	0.000265	0.0000150
global route	0.000411	0.000298	0.0000205
Power and IR drop assume default switching activity.
